**/design/flow/config.mk**
```make
export PLATFORM = sky130hd
export DESIGN_NAME = aludec
export DESIGN_NICKNAME = aludec
export VERILOG_FILES = /design/flow/design.v
export SDC_FILE = /design/flow/constraint.sdc
export NUM_CORES = 4
export LEC_CHECK = 1
export CORE_AREA = 10 10 70 70
export DIE_AREA = 0 0 80 80
```
**/design/flow/constraint.sdc**
```tcl
current_design aludec

set clk_period 3.0
set clk_io_pct 0.2

create_clock -name clk0 -period $clk_period

set non_clock_inputs [all_inputs -no_clocks]
set_input_delay [expr $clk_period * $clk_io_pct] -clock clk0 $non_clock_inputs
set_output_delay [expr $clk_period * $clk_io_pct] -clock clk0 [all_outputs]
```
**/design/flow/design.v**
```verilog
module aludec(func, aluop, alucontrol);
input   [5:0] func;
input   [1:0] aluop;
output reg [3:0] alucontrol;
always @(aluop, func)
begin
    case(aluop)
      2'b00: alucontrol <= 4'b0010;   
      2'b01: alucontrol <= 4'b0110;   
      default: case(func)           
          6'b100000: alucontrol <= 4'b0010;  
          6'b000000: alucontrol <= 4'b1010;  
          6'b000010: alucontrol <= 4'b1100;  
          6'b100010: alucontrol <= 4'b0110;  
          6'b100100: alucontrol <= 4'b0000;  
          6'b100101: alucontrol <= 4'b0001;  
          6'b101011: alucontrol <= 4'b0111;  
          default:   alucontrol <= 4'b0001;  
        endcase
    endcase
end
endmodule
```
**/design/flow/run.sh**
```bash
#!/bin/bash
# OpenROAD 26Q1-2900-gdf79404cd8, Yosys 0.63+post, stock flow scripts
make -C /OpenROAD-flow-scripts/flow DESIGN_CONFIG=/design/flow/config.mk WORK_HOME=/design/flow/orfs finish
```
==> Flow_metrics.wiki <==
=== Synthesis and place and route ===
{| class="wikitable"
! Metric !! Value
|-
| Internal power contribution || between 0.015 and 0.02 mW
|-
| Number of hold buffers added after CTS || 0
|-
| Flop count || 0
|-
| Vias per Instance || approximately 2.3
|-
| Number of detailed-routing iterations run before antenna repair || 4
|-
| Power per cell area || ~96 nW/µm²
|-
| Worst path arrival time || about 2 ns
|-
| Number of core rows || 21
|-
| Hold slack final || about 2.2 ns
|-
| Final total power || 0.0263 mW
|-
| Final design utilization || 0.0799
|-
| Routed len/inst || slightly above 7 µm
|-
| Classification of the worst setup path || input pin to output pin
|-
| Hold Path Cell Cnt || 4
|-
| Beginning of the worst hold path || func[2]
|-
| GRT Overall Usage || 0.0152
|-
| Worst vdd ir || 0.00920 mV
|-
| Quantity of gates resized following cts || 0
|-
| Global route overflow || 0
|-
| Clkbuf count || 0
|-
| Number of cells in the yosys synthesis report || 16
|-
| Post-synthesis chip area from yosys || about 95 µm²
|-
| Top-area cell share || 0.105
|-
| Number of setup violations in the final report || 0
|-
| Placed instance area || roughly 270 µm²
|-
| RSZ-0062 raised after global routing || no
|-
| Register area || 0 µm²
|-
| Port Buffer Count || 12
|-
| Kind of end point of the critical path || output pin
|-
| Largest net degree at the start of global routing || 6
|-
| Reported leakage power || ~0.082 nW
|-
| Number of instances in the placed design || around 74
|-
| Max_cap viols || 0
|-
| Antenna violations before repair || 0
|-
| Synthesized area per cell || 5.94 µm²
|-
| Part of the power in the clock network || 0
|-
| Post-Layout Inst Area || approximately 270 µm²
|-
| Power share of the sequential group || 0
|-
| DIE HEIGHT || around 80 µm
|-
| Count of unresolved DRC violations after routing || 0
|-
| Via total after detailed routing || between 150 and 200
|-
| Switching part of the total || 0.347
|-
| CP required || around 2.4 ns
|-
| Place WS || roughly 0.36 ns
|-
| Fin Setup TNS || 0 ns
|-
| Combinational share of power || 1.000
|-
| Via count of the first global-routing pass || 156
|-
| Switching power summed over all nets || approximately 0.0091 mW
|-
| Die outline width || 80 µm
|-
| N_diodes || 0
|-
| Fill cell total of the finished layout || 408
|-
| Post-Syn Area || approximately 95 µm²
|-
| Wire length of the first global-routing pass || just over 800 µm
|-
| Die area || around 6400 µm²
|-
| Final critical-path required period || ~2.6 ns
|-
| Slew at the pin with the worst max-slew slack || roughly 0.24 ns
|-
| Final tally of hold violations || 0
|-
| Final cell count without fillers || 74
|-
| Worst Slack Setup Final || between 0.3 and 0.4 ns
|-
| Final Max-Slew Violation Tally || 0
|-
| Classification of the worst-slack hold path || input pin to output pin
|-
| Routability cong. || 0.767
|-
| Number of nets still failing antenna checks after routing || 0
|-
| Total number of warnings across the stage logs || 32
|-
| Leading cell types by count after synthesis || sky130_fd_sc_hd__nand2_1 (2), sky130_fd_sc_hd__o21ai_0 (2)
|-
| Portion of the post-synthesis area used by sequential elements || 0
|-
| Dominant cells by area after synthesis || sky130_fd_sc_hd__a41o_1 (11%), sky130_fd_sc_hd__nand3_2 (11%), sky130_fd_sc_hd__o21ai_0 (11%)
|-
| Startpoint class of the critical path || input pin
|-
| CORE AREA || 3420 µm²
|-
| Fraction of final layout cells sized beyond drive strength 1 || 0.0714
|-
| Worst slew margin relative to its limit || 0.836
|-
| Terminating pin of the worst hold path || alucontrol[0]
|-
| IO Count || 12
|-
| Fmax || around 0.38 GHz
|-
| Effective utilization at floorplan || 0.0278
|-
| Post-layout period usage || 0.871
|-
| Synthesis warning total || 1
|-
| Outcome || completed
|-
| First DRT Iteration DRCs || 3
|-
| Post-CTS setup buffer count || 0
|-
| Area leader, netlist || sky130_fd_sc_hd__a41o_1
|-
| Final wirelength || between 500 and 600 µm
|-
| Synth unique cells || 14
|-
| Count of mapped cells out of synthesis || 16
|-
| Signed area change from the synthesized netlist to the final layout || 187%
|-
| Max FO, Critical Path || 4
|}
## kinds of logic after synthesis
logic type / synth area share
simple gates: 0.592
buf+inv: 0.0394
compound gates: 0.368
## power by group through the flow
stage / Sequential (mW) / Combinational, mW / Clock (mW)
after CTS: 0 / 0.0266 / 0
after global routing: 0 / 0.0291 / 0
final: 0 / 0.0263 / 0
## worst max-delay path by stage
stage       start       endpoint  slack (ns)  cells after the start
6_report  func[4]  alucontrol[3]        0.39                      5
5_1_grt   func[0]  alucontrol[2]        0.26                      5
4_1_cts   func[4]  alucontrol[3]        0.33                      5
## cell type report
type | instances | area (µm²) | share of cell area
Inverter | 1 | 3.75 | 0.0138
Timing Repair Buffer | 12 | 120 | 0.440
Multi-Input combinational cell | 15 | 91.3 | 0.335
Tap cell | 46 | 57.6 | 0.211
## cell usage in the layout (no fill, tap or decap), drive strengths merged
| cell | n |
|---|---|
| clkdlybuf4s50 | 12 |
| o21ai | 2 |
| nand2 | 2 |
| nand3 | 2 |
| nor2 | 2 |
| nor2b | 1 |
| a41o | 1 |
| nand2b | 1 |
| o211ai | 1 |
| inv | 1 |
| nor3 | 1 |
| a21boi | 1 |
| nor4 | 1 |
## metal layers
layer  up-vias  routed length, µm  global-route usage
met1        74                241              0.0211
met2         9                191              0.0225
met5         -                  0                   0
met3         0                 90             0.00682
li1         86                  -                   -
met4         0                  0                   0
## critical path, cell delays in order
cell and delay [ns]:
sky130_fd_sc_hd__clkdlybuf4s50_1 0.44, sky130_fd_sc_hd__nor2_2 0.18, sky130_fd_sc_hd__nand2_1 0.07, sky130_fd_sc_hd__nor4_1 0.19, sky130_fd_sc_hd__clkdlybuf4s50_1 0.54
Power is estimated from default activity; no workload was simulated.
